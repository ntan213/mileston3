==> flow/design.v <==
module alu_dec(
    input logic [6:0] func7,
    input logic [2:0] func3,
    input logic instr30,
    output logic [3:0] alucontrol
	);
    always_latch begin
	 if(func7 == 7'b1100011 && func3 == 3'b001)  
	 begin
	 alucontrol = 4'b0001;  
	 end
	 else if(func7 == 7'b1100011 && func3 == 3'b000)  
	 begin
	 alucontrol = 4'b0001;  
	 end
	 else if(func7 == 7'b1100011 && func3 == 3'b100)  
	 begin
	 alucontrol = 4'b0010;  
	 end
	 else if(func7 == 7'b1100011 && func3 == 3'b110)  
	 begin
	 alucontrol = 4'b0011;  
	 end
	 else if (func7 == 7'b1101111 || func7 == 7'b0010111 || func7 == 7'b0100011 || func7 == 7'b0110111 ) 
	 begin
	 alucontrol = 4'b0000;  
	 end
	 else if (func7 == 7'b0010011)
	 begin
	 case(func3)
	 3'b000 : alucontrol = 4'b0000;  
	 3'b010 : alucontrol = 4'b0010;  
	 3'b011 : alucontrol = 4'b0011;  
	 3'b100 : alucontrol = 4'b0100;  
	 3'b110 : alucontrol = 4'b0101;  
	 3'b111 : alucontrol = 4'b0110;  
	 3'b001 : alucontrol = 4'b0111;  
	 3'b101 : case(instr30)
	        1'b0 : alucontrol = 4'b1000;  
			  1'b1 : alucontrol = 4'b1001;  
			  endcase
	 endcase
	 end
	 else if (func7 == 7'b0110011)
	 begin
	 case(func3)
	 3'b000 : case(instr30)
	        1'b0 : alucontrol = 4'b0000;  
			  1'b1 : alucontrol = 4'b0001;  
			  endcase
	 3'b001 : alucontrol = 4'b0111;  
	 3'b010 : alucontrol = 4'b0010;  
	 3'b011 : alucontrol = 4'b0011;  
	 3'b100 : alucontrol = 4'b0100;  
	 3'b101 : case(instr30)
	        1'b0 : alucontrol = 4'b1000;  
			  1'b1 : alucontrol = 4'b1001;  
			  endcase
	 3'b110 : alucontrol = 4'b0101;  
	 3'b111 : alucontrol = 4'b0110;  
	 endcase
	 end
	 else if (func7 == 7'b0000011 || func7 == 7'b1100111)
	 begin
	 alucontrol = 4'b0000;  
	 end
	 end
	 endmodule
module ctrl_unit (
   input logic [6:0] funct7,
   input logic [2:0] funct3,
	input logic inst30,
   output logic jump_sel,
   output logic br_sel,
   output logic rd_wren,
	output logic mem_wren,
	output logic op_b_sel,
	output logic [6:0] imm_sel,
	output logic [1:0] wb_sel,
   output logic [3:0] alu_sel
	);
	alu_dec alu_decoder0 (.func7(funct7), .func3(funct3), .instr30(inst30),
	.alucontrol(alu_sel)
	);
	always_latch begin
	if (funct7 == 7'b0110011)  
   begin
	wb_sel = 2'b00;
	br_sel = 0;
	jump_sel = 0;
	op_b_sel = 0;
	mem_wren = 0;
	rd_wren = 1;
	end
	else if (funct7 == 7'b0010011)  
	begin
	wb_sel = 2'b00;
	imm_sel = funct7;
	br_sel = 0;
	jump_sel = 0;
	op_b_sel = 1;
	mem_wren = 0;
	rd_wren = 1;
	end
	else if (funct7 == 7'b0000011)
	begin
	wb_sel = 2'b01;
	imm_sel = funct7;
	br_sel = 0;
	jump_sel = 0;
	op_b_sel = 1;
	mem_wren = 0;
	rd_wren = 1;
	end
	else if(funct7 == 7'b0100011)
	begin
	imm_sel = funct7;
	br_sel = 0;
	jump_sel = 0;
	op_b_sel = 1;
	mem_wren = 1;
	rd_wren = 0;
	end
	else if(funct7 == 7'b1100011 && funct3 == 3'b001)  
	begin
	imm_sel = funct7;
	br_sel = 1;
	jump_sel = 0;
	op_b_sel = 1;
	mem_wren = 0;
	rd_wren = 0;
	end
	else if(funct7 == 7'b1100011 && funct3 == 3'b000)  
	begin
	imm_sel = funct7;
	br_sel = 1;
	jump_sel = 0;
	op_b_sel = 1;
	mem_wren = 0;
	rd_wren = 0;
	end
	else if(funct7 == 7'b1100011 && funct3 == 3'b100)  
	begin
	imm_sel = funct7;
	br_sel = 1;
	jump_sel = 0;
	op_b_sel = 1;
	mem_wren = 0;
	rd_wren = 0;
	end
	else if(funct7 == 7'b1100011 && funct3 == 3'b110)  
	begin
	imm_sel = funct7;
	br_sel = 1;
	jump_sel = 0;
	op_b_sel = 1;
	mem_wren = 0;
	rd_wren = 0;
	end
	else if (funct7 == 7'b1101111)  
	begin
	imm_sel = funct7;
	wb_sel = 2'b10;
	br_sel = 1;
	jump_sel = 1;
	op_b_sel = 1;
	mem_wren = 0;
	rd_wren = 1;
	end
	else if (funct7 == 7'b1100111)  
	begin
	imm_sel = 7'b0010011;
	wb_sel = 2'b10;
	br_sel = 1;
	jump_sel = 1;
	op_b_sel = 1;
	mem_wren = 0;
	rd_wren = 1;
	end
	else if (funct7 == 7'b0010111)  
	begin 
	imm_sel = funct7;
	wb_sel = 2'b00;
	br_sel = 0;
	jump_sel = 0;
	op_b_sel = 1;
	mem_wren = 0;
	rd_wren = 1;
	end
	else if (funct7 == 7'b0110111)  
	begin
	imm_sel = 7'b0010111;  
	wb_sel = 2'b00;
	br_sel = 1;
	jump_sel = 1;
	op_b_sel = 1;
	mem_wren = 0;
	rd_wren = 1;
	end
end
	endmodule
module decode_cycle (
input logic clk, RegWriteW, rst,
input logic [31:0] InstrD,
input logic [31:0] ResultW,
input logic [12:0] PCD,PCPlus4D,
input logic [4:0] rd_addr_W,
output logic RegWriteE,
output logic MemWriteE,
output logic BrE,
output logic JumpE,
output logic [3:0] ALUControlE,
output logic [1:0] ResultSrcE,
output logic op_b_sel_E,
output logic [31:0] rs1_E,
output logic [31:0] rs2_E,
output logic [31:0] immOut_E,
output logic [4:0] rd_addr_E,
output logic [12:0] PCE,
output logic [12:0] PCPlus4E,
output logic [4:0] rs1_addr_E,
output logic [4:0] rs2_addr_E,
output logic [4:0] rs1_addr_D_out,
output logic [4:0] rs2_addr_D_out
);
logic RegWriteD;
logic MemWriteD;
logic BrD;
logic JumpD;
logic [3:0] ALUControlD;
logic [1:0] ResultSrcD;
logic [6:0] ImmSrcD;
logic op_b_sel_D;
logic [31:0] rs1_D;
logic [31:0] rs2_D;
logic [31:0] immOut_D;
logic [4:0] rs1_addr_D;
logic [4:0] rs2_addr_D;
assign rs1_addr_D = InstrD[19:15];
assign rs2_addr_D = InstrD[24:20];
ctrl_unit control (.funct7(InstrD[6:0]),
.funct3(InstrD[14:12]),
.inst30(InstrD[30]),
.br_sel(BrD),
.jump_sel(JumpD),
.rd_wren(RegWriteD),
.mem_wren(MemWriteD),
.op_b_sel(op_b_sel_D),
.imm_sel(ImmSrcD),
.wb_sel(ResultSrcD),
.alu_sel(ALUControlD)
 );
 regfile rf (.clk_i(clk),
.rst_ni(rst),
.rs1_addr(InstrD[19:15]),
.rs2_addr(InstrD[24:20]),
.rd_addr(rd_addr_W),
.rd_data(ResultW),
.rd_wren(RegWriteW),
.rs1_data(rs1_D),
.rs2_data(rs2_D)
 );
 immediate_generator imm_ext(.instruction(InstrD),
.immOut(immOut_D),
.opcode(ImmSrcD)
 );
reg RegWriteD_reg;
reg MemWriteD_reg;
reg BrD_reg;
reg JumpD_reg;
reg [3:0] ALUControlD_reg;
reg [1:0] ResultSrcD_reg;
reg [6:0] ImmSrcD_reg;
reg op_b_sel_D_reg;
reg [31:0] rs1_D_reg;
reg [31:0] rs2_D_reg;
reg [31:0] immOut_D_reg;
reg [4:0] rd_addr_D_reg;
reg [12:0] PCD_reg;
reg [12:0] PCPlus4D_reg;
reg [5:0] rs1_addr_D_reg;
reg [5:0] rs2_addr_D_reg;
always@ (posedge clk or negedge rst) begin
if (rst == 1'b0)
begin
RegWriteD_reg <= 1'b0;
MemWriteD_reg <= 1'b0;
BrD_reg <= 1'b0;
JumpD_reg <= 1'b0;
ALUControlD_reg <= 4'b0;
ResultSrcD_reg <= 2'b0;
op_b_sel_D_reg <= 1'b0;
rs1_D_reg <= 32'b0;
rs2_D_reg <= 32'b0;
immOut_D_reg <= 32'b0;
rd_addr_D_reg <= 5'b0;
PCD_reg <= 13'b0;
PCPlus4D_reg <= 13'b0;
rs1_addr_D_reg <= 5'b0;
rs2_addr_D_reg <= 5'b0;
end
else begin
RegWriteD_reg <= RegWriteD;
MemWriteD_reg <= MemWriteD;
BrD_reg <= BrD;
JumpD_reg <= JumpD;
ALUControlD_reg <= ALUControlD;
ResultSrcD_reg <= ResultSrcD;
op_b_sel_D_reg <= op_b_sel_D;
rs1_D_reg <= rs1_D;
rs2_D_reg <= rs2_D;
immOut_D_reg <= immOut_D;
rd_addr_D_reg <= InstrD[11:7];
PCD_reg <= PCD;
PCPlus4D_reg <= PCPlus4D;
rs1_addr_D_reg <= rs1_addr_D;
rs2_addr_D_reg <= rs2_addr_D;
end
end
assign RegWriteE = RegWriteD_reg;
assign MemWriteE = MemWriteD_reg;
assign BrE = BrD_reg;
assign JumpE = JumpD_reg;
assign ALUControlE = ALUControlD_reg;
assign ResultSrcE = ResultSrcD_reg;
assign op_b_sel_E = op_b_sel_D_reg;
assign rs1_E =  rs1_D_reg;
assign rs2_E =  rs2_D_reg;
assign immOut_E = immOut_D_reg;
assign rd_addr_E =  rd_addr_D_reg;
assign PCE = PCD_reg;
assign PCPlus4E = PCPlus4D_reg;
assign rs1_addr_E = rs1_addr_D_reg;
assign rs2_addr_E = rs2_addr_D_reg;
assign rs1_addr_D_out = rs1_addr_D;
assign rs2_addr_D_out = rs2_addr_D;
endmodule
module immediate_generator (
   input logic [31:0] instruction,
   output logic [31:0] immOut,
   input logic [6:0] opcode
	);
   always @(instruction) 
   case (opcode)
        7'b0010011: immOut  = { {21{instruction[31]}}, instruction[30:25], instruction[24:21], instruction[20]};    
        7'b0100011: immOut  = { {21{instruction[31]}}, instruction[30:25], instruction[11:8], instruction[7]};      
        7'b0010111: immOut  = { instruction[31], instruction[30:20], instruction[19:12], {12{1'b0}} };              
        7'b0000011: immOut  = { {21{instruction[31]}}, instruction[30:25], instruction[24:21], instruction[20]};    
        7'b1101111: immOut  = { {12{instruction[31]}}, instruction[19:12], instruction[20], instruction[30:25], instruction[24:21], {1{1'b0}}};   
        7'b1100011: immOut  = { {20{instruction[31]}}, instruction[7], instruction[30:25], instruction[11:8], {1{1'b0}}};   
        default: immOut = 32'b0;
		  endcase
		  endmodule 
module regfile (
  input logic clk_i,
  input logic rst_ni,
  input logic [4:0] rs1_addr,
  input logic [4:0] rs2_addr,
  input logic [4:0] rd_addr,
  input logic [31:0] rd_data,
  input logic rd_wren,
  output logic [31:0] rs1_data,
  output logic [31:0] rs2_data
  );
  reg [31:0] register[0:31];
  integer i;
  assign rs1_data = (rs1_addr != 0) ? register[rs1_addr] : 0;
  assign rs2_data = (rs2_addr != 0) ? register[rs2_addr] : 0;
  always@ (posedge clk_i or negedge rst_ni) begin
    if (!rst_ni) 
	 begin
      for (i=0;i<32;i++) begin
	   register[i] <= 0;
	   end
	 end
    else begin
	 if (rd_wren)
	 begin
	 register[rd_addr] <= rd_data;
	 end
	 end
	 end
	 endmodule
==> flow/run.sh <==
#!/bin/bash
# OpenROAD 26Q1-2900-gdf79404cd8, Yosys 0.63+post, stock flow scripts
make -C /OpenROAD-flow-scripts/flow DESIGN_CONFIG=/design/flow/config.mk WORK_HOME=/design/flow/orfs finish
==> flow/config.mk <==
export PLATFORM = sky130hd
export DESIGN_NAME = decode_cycle
export DESIGN_NICKNAME = decode_cycle
export VERILOG_FILES = /design/flow/design.v
export SDC_FILE = /design/flow/constraint.sdc
export NUM_CORES = 4
export LEC_CHECK = 1
export CORE_UTILIZATION = 40
==> flow/constraint.sdc <==
current_design decode_cycle

set clk_period 2.4
set clk_io_pct 0.2

create_clock -name clk0 -period $clk_period [get_ports {clk}]

set non_clock_inputs [all_inputs -no_clocks]
set_input_delay [expr $clk_period * $clk_io_pct] -clock clk0 $non_clock_inputs
set_output_delay [expr $clk_period * $clk_io_pct] -clock clk0 [all_outputs]
==> run_results.csv <==
group,metric,value,unit
run_status,status,"finished, violations left",
run_status,failing_checks,"capacitance limit, slew limit, setup timing",
final_layout,register_containing_the_most_flip_flops_in_the_final_layout,"rf.register",
die,initial_utilization,0.404,
synthesis,netlist_instances,4566,
global_route,grt_overflow,0,
pwr,p_seq_frac,0.456,
synthesis,synthesized_registers,1158,
final_layout,synthToLayoutAreaGrowth,32.9,%
synthesis,netlist_top_cells_area,"dfrtp_1 (51%), mux2_2 (20%), a22oi_1 (7.5%), mux2i_1 (2.1%), and3_1 (2.0%)",
placement,gpl.final_weighted_congestion,1.10,
clock_tree,clk_root_buffer_cell,"clkbuf_16",
clock_tree,path_clk_slew,0.06,ns
global_route,grt_first_pass_wirelength,456000,um
critical_path,timing.critical_path.arrival,3.14,ns
sta,slew_headroom,-0.0262,
global_route,maximum_number_of_pins_on_one_net_before_global_route_repair,94,
sta,unrepaired_setup_endpoints_after_global_routing,"false",
critical_path,cp.buffers_inverters,3,
clock_tree,h-tree-depth,4,
critical_path,criticalPathCategory,"input pin to flop",
pwr,power.switching,17200,uW
flow_run,stage_log_warnings,26,
sta,number_of_register_pins_that_no_clock_reaches,18,
die,fp.coreArea,0.138,mm2
die,die_area,0.141,mm2
final_layout,drive_gt1_frac,0.412,
route,drtPass1Iterations,8,
final_layout,largest_reg_flops,992,
die,io_pins,256,
pwr,comb_power_share,0.154,
route,wl_per_cell,46.7,um
sta,finalCriticalPeriod,2.42,ns
critical_path,setup.worst_path.start_class,"input pin",
synthesis,synth.distinct_cells,80,
global_route,antenna_found_initial,34,
sta,unconstrained_endpoints,27,
route,antenna_violating_nets_post_route,0,
critical_path,worst_path_most_repeated_cell,"buf_4",
sta,final.setup_skew,0.0317,ns
flow_run,cap_viol_max_count,1,
sta,report.final.slew_viol_count,7,
synthesis,synth-async-reset-ratio,0.984,
placement,detailed_place_hpwl,246000,um
synthesis,edf_count,0,
sta,hold_viol,0,
synthesis,yosys_most_used_dff,"dfrtp_1",
die,die_w,375,um
die,floorplan.die.height,375,um
clock_tree,tritoncts,"yes",
clock_tree,ctsLongestPathBuffers,3,
critical_path,timing.critical_path.cells,"buf_4, buf_4, nor3b_2, buf_4, and3_1, a2111oi_0, nand3_1, or4_1",
synthesis,post_synth_most_frequent_cells,"dfrtp_1 (1140), mux2_2 (1005), a22oi_1 (557)",
sta,fmax,0.414,GHz
synthesis,mappedNetlistArea,0.0557,mm2
route,detailedRoute.firstIterationViolations,5681,
synthesis,largest_area_cell,"dfrtp_1",
sta,hold_ws,0.130,ns
sta,fin_tns_setup,-0.0174,ns
critical_path,critical_path.endpoint_type,"flop",
global_route,first_global_vias,50206,
clock_tree,worstSkewPairLatency,0.80,ns
sta,worst-slew-pin-transition,1.53,ns
sta,period_used_share,1.01,
synthesis,synth_area_per_cell,12.2,um2
route,routed-via-count,50820,
sta,final_critical_path_setup_slack,-0.0174,ns
pwr,leakagePower,0.0334,uW
synthesis,synth_largest_type_area_fraction,0.512,
placement,number_of_i_o_port_buffers,255,
critical_path,crit_path_max_fanout,15,
route,drt_drc_violations_left,0,
synthesis,synth_stat.cells,4566,
pwr,p_int,41500,uW
route,via_per_inst,6.92,
pwr,powerDensity,793,mW/mm2
die,std_cell_rows,136,
synthesis,most_common_cell,"dfrtp_1",
global_route,global_route.usage.total,0.507,
clock_tree,tritoncts.num_buffers,136,
worst_hold_path,min-delay-path-class,"input pin to flop",
pwr,power.share.switching,0.293,
final_layout,layout.filler_cells,11665,
synthesis,ys_chip_area,0.0557,mm2
critical_path,cpLargestDelayFamily,"simple AND/OR/NAND/NOR gates",
route,overall_routed_net_length,343000,um
pwr,power.ir.vdd_worst,0.000670,V
critical_path,critPathMaxStageDelay,1.19,ns
sta,setup_viol_count_final,1,
critical_path,critPathSlowestCell,"nor3b_2",
pwr,p_clk_frac,0.390,
critical_path,required,3.13,ns
synthesis,total_number_of_yosys_warnings,6,
-- power groups by stage --
stage / logic (uW) / registers, uW / clock network, uW
CTS: 8830 / 26600 / 23200
global route: 9430 / 27000 / 23900
finish: 9020 / 26800 / 22900
-- cell type report --
cell class,count,area [um2],area share
clock inverters,62,1050,0.0142
inverters,18,67.6,0.000912
flip-flops and latches,1158,28800,0.389
multi-input cells,2947,25400,0.343
well taps,1794,2240,0.0303
diodes,22,55.1,0.000743
clock buffers,190,3900,0.0526
repair buffers,1153,12500,0.169
-- layout by cell type, fill, tap and decap left out, types with 57 or more instances in the layout --
cell             synthesis  final
nand4_1                122    122
and3_1                 178    178
nor2_4                   1     57
dfrtp_1               1140   1140
a21oi_1                 57     57
a22oi_1                557    557
mux2i_1                116    116
buf_12                   0    261
nand2_1                 87     78
clkdlybuf4s50_1          0    244
buf_4                   32    642
clkbuf_16                0    138
nand3_1                115    115
mux2_2                1005   1005
-- kinds of logic (layout without fill, tap and decap cells) --
kind of cell | Yosys count | in the layout | share of synthesized area
DFF | 1140 | 1140 | 0.512
muxes | 1136 | 1136 | 0.227
AOI/OAI and AO/OA | 939 | 939 | 0.129
and+or+nand+nor | 869 | 869 | 0.0887
buffers and inverters | 462 | 1423 | 0.0379
latches | 18 | 18 | 0.00485
other | 1 | 24 | 0.0000673
xor gates and xnor gates | 1 | 1 | 0.000157
-- routing by layer --
metal,part of all wire,GRT usage
met5,0.0012,0.00926
met4,0.076,0.294
met3,0.15,0.273
met2,0.41,0.677
met1,0.37,0.659
-- worst register-to-register path: stages, from the launching register on --
cell and delay, ns:
dfrtp_1 0.50, and3_1 0.20, a2111oi_0 0.64, buf_4 0.26, nand3_1 0.06, or4_1 0.58
-- stage by stage --
stage / total power, uW / utilization / instance area (um2) / setup WS (ns) / cells
after floorplan: 29500 / - / 55700 / 0.199 / 4567
after global placement: 35600 / 0.501 / 69000 / -0.945 / 7068
after detailed placement: 35700 / 0.501 / 69000 / -0.818 / 7068
after CTS: 58600 / 0.537 / 74000 / 0.0245 / 7322
after global routing: 60300 / 0.537 / 74000 / 0.0177 / 7323
final: 58800 / 0.537 / 74100 / -0.0174 / 7344
-- timing repair --
item / 4_1_cts / 5_1_grt
gates resized: 1 / 3
endpoints found under the hold margin: 90 / 0
buffers inserted: 0 / 0
endpoints found under the setup margin: 1 / 3
hold buffers: 2 / 0
-- worst paths after layout --
kind	from	end	slack, ns	cells after the start
max	InstrD[20]	rs2_D_reg[11]	-0.02	8
max in group asynchronous	rst	rf.register[6][26]	0.64	5
max reg2reg	rf.register[29][6]	rs1_D_reg[6]	0	5
min	PCPlus4D[4]	PCPlus4D_reg[4]	0.13	1
min in group asynchronous	rst	rf.register[23][13]	0.71	3
min reg2reg	rf.register[18][3]	rf.register[18][3]	0.52	1
Power and IR drop assume default switching activity.
