$ cat /design/flow/design.v
module PC_adder (
input logic [31:0] a,
input logic [31:0] b,
output logic [31:0] c
);
assign c = a + b;
endmodule
  module alu (
  input logic [31:0] operand_a,
  input logic [31:0] operand_b,
  input logic [3:0] alu_op,
  output logic [31:0] alu_data,
  output logic br_less,
  output logic br_equal,
  output logic br_not_equal
  );
  logic [31:0] a_xor_b;
  logic [31:0] a_or_b;
  logic [31:0] a_and_b;
  logic [31:0] sll;
  logic [31:0] srl;
  logic [31:0] sra;
  logic [31:0] not_b;
  logic [31:0] sum_or_sub;
  logic [31:0] mux_2x1;
  logic [31:0] compare_signed;
  logic [31:0] compare_unsigned;
  logic [31:0] sub_signed;
  logic [31:0] sub_unsigned;
  logic slt;
  logic sltu;
  assign sub_signed   = compare_signed   & 32'h80000000;
  assign sub_unsigned = compare_unsigned & 32'h10000000;
  assign a_xor_b = operand_a ^ operand_b;
  assign a_or_b = operand_a | operand_b;
  assign a_and_b = operand_a & operand_b;
  assign sll = operand_a << operand_b[4:0];
  assign srl = operand_a >> operand_b[4:0];
  assign sra = operand_a >>> operand_b[4:0];
  assign not_b = ~operand_b;
  assign mux_2x1 = (alu_op[0] == 1'b0) ? operand_b:not_b;
  assign sum_or_sub = operand_a + mux_2x1 + {31'b0,alu_op[0]};
  assign compare_unsigned = operand_a + not_b + 1;
  assign compare_signed = $signed(operand_a) + $signed(not_b) + 1;
  assign br_less = slt | sltu;
  assign br_equal = (alu_data == 32'b0) ? 1 : 0;
  assign br_not_equal = (alu_data != 32'b0) ? 1 : 0;
  always_latch begin 
  case (alu_op)
  4'b0000 : alu_data = sum_or_sub;  
  4'b0001 : alu_data = sum_or_sub;  
  4'b0010 : 
  if (sub_signed == 32'h80000000)  
  begin 
  slt = 1;
  alu_data = {31'b0,slt};
  end
  else begin
  slt = 0;
  alu_data = {31'b0,slt};
  end
  4'b0011 : 
   if  ((operand_a[31] ^ operand_b[31] == 0) && (sub_unsigned == 32'h10000000)) 
	begin  
	sltu = 1;
	alu_data = {31'b0,sltu};
	end
   else if ((operand_a[31] ^ operand_b[31] == 1) && (sub_unsigned == 32'b0))
	begin
	sltu =1;
	alu_data = {31'b0,sltu};
	end
	else begin		     
	sltu = 0;
	alu_data = {31'b0,sltu};
   end 
  4'b0100 : alu_data = a_xor_b;
  4'b0101 : alu_data = a_or_b;
  4'b0110 : alu_data = a_and_b;
  4'b0111 : alu_data = sll;
  4'b1000 : alu_data = srl;
  4'b1001 : alu_data = sra;
  default : alu_data = 32'b0;
  endcase
  end
  endmodule
module execute_cycle (
input logic clk, rst,
input logic RegWriteE,
input logic MemWriteE,
input logic BrE,
input logic JumpE,
input logic [3:0] ALUControlE,
input logic [1:0] ResultSrcE,
input logic op_b_sel_E,
input logic [31:0] rs1_E,
input logic [31:0] rs2_E,
input logic [31:0] immOut_E,
input logic [4:0] rd_addr_E,
input logic [12:0] PCE,
input logic [12:0] PCPlus4E,
input logic [1:0] ForwardAE,
input logic [1:0] ForwardBE,
input logic [31:0] ResultW,
output logic [12:0] PCTargetE,
output logic PCSrcE,
output logic RegWriteM,
output logic MemWriteM,
output logic [1:0] ResultSrcM,
output logic [31:0] ALUResultM,
output logic [31:0] WriteDataM,
output logic [4:0] rd_addr_M,
output logic [12:0] PCPlus4M
);
logic [31:0] SrcA;
logic [31:0] SrcB;
logic [31:0] ResultE;
logic br_less_E;
logic br_equal_E;
logic br_not_equal_E;
logic [31:0] PC_result;
reg RegWriteE_reg;
reg [1:0] ResultSrcE_reg;
reg MemWriteE_reg;
reg [31:0] ResultE_reg;
reg [31:0] rs2_E_reg;  
reg [4:0] rd_addr_E_reg;
reg [12:0] PCPlus4E_reg;
mux_3x1 op_A_forward (.A(rs1_E),
.B(ResultW),
.C(ALUResultM),
.sel(ForwardAE),
.mux3(srcA_forward)
);
mux_3x1 op_B_forward (.A(rs2_E),
.B(ResultW),
.C(ALUResultM),
.sel(ForwardBE),
.mux3(srcB_forward)
);
mux_AB_sel alu_src_B (.a(srcB_forward),
.b(immOut_E),
.select(op_b_sel_E),
.result(SrcB)
);
alu alu_unit (.operand_a(srcA_forward),
.operand_b(SrcB),
.alu_op(ALUControlE),
.alu_data(ResultE)
);
PC_adder PC_branch_compute (.a({19'b0,PCE}),
.b(ImmOut_E),
.c(PC_result)
);
always@ (posedge clk or negedge rst) begin
if (rst == 1'b0)
begin
RegWriteE_reg <= 1'b0;
MemWriteE_reg <= 1'b0;
ResultE_reg <= 32'b0;
ResultSrcE_reg <= 2'b0;
rs2_E_reg <= 32'b0;
rd_addr_E_reg <= 5'b0;
PCPlus4E_reg <= 13'b0;
end
else begin
RegWriteE_reg <= RegWriteE;
MemWriteE_reg <= MemWriteE;
ResultE_reg <= ResultE;
ResultSrcE_reg <= ResultSrcE;
rs2_E_reg <= rs2_E;
rd_addr_E_reg <= rd_addr_E;
PCPlus4E_reg <= PCPlus4E;
end
end
assign PCSrcE = (BrE & (br_less_E | br_equal_E | br_not_equal_E)) | (JumpE); 
assign PCTargetE = PC_result[12:0];
assign RegWriteM = RegWriteE_reg;
assign MemWriteM = MemWriteE_reg;
assign ALUResultM = ResultE_reg;
assign ResultSrcM = ResultSrcE_reg;
assign WriteDataM = rs2_E_reg;
assign rd_addr_M = rd_addr_E_reg;
assign PCPlus4M = PCPlus4E_reg;
endmodule
module mux_3x1 (
input logic [31:0] A,B,C,
input logic [1:0] sel,
output logic [31:0] mux3		
);
always_comb begin
case(sel)
2'b00 : mux3 = A;
2'b01 : mux3 = B;
2'b10 : mux3 = C;
2'b11 : mux3 = 0;
endcase
end
endmodule
module mux_AB_sel (
input logic [31:0] a,b,
input logic select,
output logic [31:0] result 		
);
always_comb begin
case(select)
1'b0 : result = a;
1'b1 : result = b;
endcase
end
endmodule
$ cat /design/flow/run.sh
#!/bin/bash
# OpenROAD 26Q1-2900-gdf79404cd8, Yosys 0.63+post, stock flow scripts
make -C /OpenROAD-flow-scripts/flow DESIGN_CONFIG=/design/flow/config.mk WORK_HOME=/design/flow/orfs finish
$ cat /design/flow/config.mk
export PLATFORM = sky130hd
export DESIGN_NAME = execute_cycle
export DESIGN_NICKNAME = execute_cycle
export VERILOG_FILES = /design/flow/design.v
export SDC_FILE = /design/flow/constraint.sdc
export NUM_CORES = 4
export LEC_CHECK = 1
export CORE_AREA = 10 10 180 180
export DIE_AREA = 0 0 190 190
export SYNTH_HDL_FRONTEND = slang
$ cat /design/flow/constraint.sdc
current_design execute_cycle

set clk_period 11.6
set clk_io_pct 0.2

create_clock -name clk0 -period $clk_period [get_ports {clk}]

set non_clock_inputs [all_inputs -no_clocks]
set_input_delay [expr $clk_period * $clk_io_pct] -clock clk0 $non_clock_inputs
set_output_delay [expr $clk_period * $clk_io_pct] -clock clk0 [all_outputs]
==> Slide: Implementation Results <==
Physical Implementation Snapshot

Run status
  • Status: finished clean

Route
  • Post-route ant nets: 0
  • Vias per inst: 4.23
  • Inserted Diodes: 0
  • Final wirelength: 18,900 um
  • WL/cell: 18.3 um
  • Detailed-route via count: 4,356
  • DR iter-0 viols: 235
  • Detailed Routing Iterations Pass 1: 4
  • Remaining DRCs: 0

STA
  • Slew headroom: 0.430
  • FMAX: 0.179 GHz
  • Endpoints failing hold: 0
  • Fin Clk Skew: 5.17 ps
  • Final number of max-transition violations: 0
  • Worst Max-Slew Pin Slew: 849 ps
  • Ratio of final minimum period to clock period: 0.482
  • Setup tns final: 0 ps
  • RSZ-0062 raised after global routing: no
  • Worst Setup Slack, final: 6000 ps
  • Final setup fails: 0
  • Final Critical Period: 5600 ps

Placement
  • DP Wirelength: 14,900 um
  • Placed Instances: 1,014
  • GP Congestion: 0.944
  • DP Worst Slack: 5630 ps
  • Port bufs: 184

Floorplanning
  • Fp util: 0.164
  • Die width: 190 um
  • Top-level I/O count: 276
  • Row cnt: 62
  • CORE AREA: 28,600 sq um
  • Die Ht: 190 um
  • Die area: 36,100 sq um

Setup path
  • Crit start category: input port
  • Critical path buffer and inverter count: 1
  • CP max stage cell: a2111oi_0
  • Crit-path cells: clkdlybuf4s50_1 -> mux2_2 -> a2111oi_0 -> a21oi_1 -> ha_1 -> and3_1 -> a32oi_1 -> or2_1 -> o41ai_1 -> a41o_1 -> a211o_1
  • R2R depth: 10
  • Max stage delay on crit path: 770 ps
  • FF-to-FF Start: ALUResultM[0]$_DFF_PN0_
  • R2R Setup Slk: 8250 ps
  • Crit path to: ALUResultM[22]$_DFF_PN0_
  • CP delay by family, top: AND-OR/OR-AND gates
  • CP Depth: 11
  • Max FO, Critical Path: 5
  • CP Launch Point: ForwardBE[0]
  • Worst R2R End: ALUResultM[22]$_DFF_PN0_
  • CP required: 11,840 ps
  • Worst EP arrival: 5840 ps
  • Critical Path Sink Type: flip-flop
  • Kind of critical path: input port to flip-flop

Clocking
  • Clk sink count: 86
  • H-tree depth: 3
  • CTS buffer count: 9
  • Resized Gates After CTS: 0
  • Clock transition at path regs: 70 ps
  • Postcts setup bufs: 0
  • CTS tree: done
  • Root Buffer: clkbuf_16
  • Clock Path Buffers: 2
  • Hold_buf cts: 0
  • Clk Latency, worst-skew pair: 360 ps

Synthesis
  • Seq share, synth: 0.459
  • Flops out of synthesis: 86
  • Synth top area share: 0.459
  • Syn avg cell area: 9.69 sq um
  • Synthesized area: 4690 sq um
  • Top cells by count, synth: 86 x dfrtp_1, 67 x nand2_1, 47 x xnor2_1
  • Post-synth EDFFs: 0
  • Mapped Cells: 484
  • Yosys Chip Area: 4690 sq um
  • Most common reg cell: dfrtp_1
  • Post-synth area hogs: dfrtp_1 46%, xnor2_1 8.8%, nand2_1 5.4%, o221ai_1 3.7%, nor2_1 2.4%
  • Netlist cell types: 67
  • Most frequent cell after synthesis: dfrtp_1
  • Ys cells: 484
  • Synth async-reset ratio: 1.00
  • Area leader, netlist: dfrtp_1
  • YS warnings: 4

Global route
  • Largest net degree at the start of global routing: 74
  • Vias in the first global route: 4,273
  • GRT Max-Usage Layer: met2
  • GRT met1 Usage: 0.135
  • Met2 Track Usage GR: 0.166
  • GRT Overall Usage: 0.102
  • First-pass GRT wire length: 27,900 um
  • Initial antenna violation count: 2
  • Grt total ovfl: 0
  • Met3 usage: 0.0307

Final layout
  • Register Area: 2150 sq um
  • Fillers: 2,996
  • Final Non-Filler Cells: 1,030
  • Synthesis-to-layout area growth: 52.3%
  • Share of layout cells above drive strength 1: 0.0619
  • MI comb area: 2290 sq um

Pwr
  • P per Cell Area: 108 nW/um^2
  • Pwr Total: 771 uW
  • Worst IR Drop VDD: 0.0000500 V
  • Pleak: 0.00267 uW

Hold path
  • Worst hold path type: flip-flop to flip-flop

Flow run
  • Max Cap Viol: 0
  • Log Warnings: 91
## final cells by class
class | count | share of cell area
clock buffers | 9 | 0.0315
clock inverters | 7 | 0.0103
inverters | 6 | 0.00315
multi-input cells | 345 | 0.320
flip-flops and latches | 86 | 0.301
well taps | 384 | 0.0673
repair buffers | 193 | 0.266
## cells by family after synthesis
logic type / share of synthesized area
adders and majority gates: 0.0133
muxes: 0.0112
buffers and inverters: 0.0552
xor gates and xnor gates: 0.0934
AOI/OAI and AO/OA: 0.177
and+or+nand+nor: 0.191
DFF: 0.459
## worst register-to-register path: stages (launching register included)
cell	delay, ps
dfrtp_1	430
nor4bb_1	170
a2111oi_0	740
a21oi_1	100
ha_1	270
and3_1	200
a32oi_1	400
or2_1	260
o41ai_1	120
a41o_1	260
a211o_1	290
## metrics by stage
stage	util	instance area (sq um)	hold WS (ps)
floorplan	-	4690	929
global placement	0.239	6840	1140
detailed placement	0.239	6840	1150
CTS	0.250	7140	1170
global route	0.250	7140	1230
finish	0.250	7140	1130
## power by group
part	internal, uW	leakage (uW)	switching (uW)
Combinational	85.1	0.00146	71.8
Clock	168	0.000146	127
Sequential	315	0.00106	4.60
## cell usage in the layout, fill, tap and decap left out, types with 6 or more instances in the layout
cell,Yosys,layout
dfrtp_1,86,86
nor2_1,30,30
xnor2_1,47,47
nand3_1,12,12
nand2_1,67,67
o31ai_1,8,8
buf_4,14,10
a21oi_1,17,17
clkbuf_16,0,9
nand4_1,10,10
nand3b_1,6,6
o21ai_0,15,15
nor3_1,13,13
clkdlybuf4s50_1,0,182
a22oi_1,6,6
o221ai_1,20,20
## flip-flops by register name, summed over array words and instances, names as in the netlist
register and flops:
ALUResultM 32, WriteDataM 32, PCPlus4M 13, rd_addr_M 5, ResultSrcM 2, MemWriteM 1
RegWriteM 1
## metal layers
metal  part of all wire  wire length, um
met4              0.018              331
met2               0.47             8810
met1               0.43             8030
met5            0.00090               17
met3              0.089             1690
## how the worst min path moves through the flow
stage	from	to	slack (ps)	cells after the start
4_1_cts	ALUResultM[0]$_DFF_PN0_	ALUResultM[0]$_DFF_PN0_	1170	5
5_1_grt	ALUResultM[0]$_DFF_PN0_	ALUResultM[0]$_DFF_PN0_	1230	5
6_report	ALUResultM[0]$_DFF_PN0_	ALUResultM[0]$_DFF_PN0_	1130	5
Power and IR drop assume default switching activity.
