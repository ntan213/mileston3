**./run.sh**
```bash
#!/bin/bash
# OpenROAD 26Q1-2900-gdf79404cd8, Yosys 0.63+post, stock flow scripts
make -C /OpenROAD-flow-scripts/flow DESIGN_CONFIG=/design/flow/config.mk WORK_HOME=/design/flow/orfs finish
```
**./config.mk**
```make
export PLATFORM = sky130hd
export DESIGN_NAME = memory_cycle
export DESIGN_NICKNAME = memory_cycle
export VERILOG_FILES = /design/flow/design.v
export SDC_FILE = /design/flow/constraint.sdc
export NUM_CORES = 4
export LEC_CHECK = 1
export CORE_UTILIZATION = 40
export SYNTH_MEMORY_MAX_BITS = 65536
```
**./constraint.sdc**
```tcl
current_design memory_cycle

set clk_period 5.1
set clk_io_pct 0.2

create_clock -name clk0 -period $clk_period [get_ports {clk}]

set non_clock_inputs [all_inputs -no_clocks]
set_input_delay [expr $clk_period * $clk_io_pct] -clock clk0 $non_clock_inputs
set_output_delay [expr $clk_period * $clk_io_pct] -clock clk0 [all_outputs]
```
**./design.v**
```verilog
 module data_region (
 input logic clk_d,
 input logic [8:0] d_addr,
 input logic wren,
 input logic [31:0] data_in,
 output logic [31:0] data_out
 );
 reg[31:0] data_mem[0:511];
 assign data_out = (wren == 0) ? data_mem[d_addr] : 0;
 always@(posedge clk_d) begin
 if(wren)
 begin
 data_mem[d_addr] <= data_in;
 end
 end
 endmodule
module decoder_7seg (
input logic [3:0] data,
output logic [6:0] hexcode
); 
always@(data) begin
case(data)
4'b0000 : hexcode = 7'b0000001;  
4'b0001 : hexcode = 7'b1001111;  
4'b0010 : hexcode = 7'b0010010;  
4'b0011 : hexcode = 7'b0000110;  
4'b0100 : hexcode = 7'b1001100;  
4'b0101 : hexcode = 7'b0100100;  
4'b0110 : hexcode = 7'b0100000;  
4'b0111 : hexcode = 7'b0001111;  
4'b1000 : hexcode = 7'b0000000;  
4'b1001 : hexcode = 7'b0000100;  
4'b1010 : hexcode = 7'b0001000;  
4'b1011 : hexcode = 7'b1100000;  
4'b1100 : hexcode = 7'b0110001;  
4'b1101 : hexcode = 7'b1000010;  
4'b1110 : hexcode = 7'b0110000;  
4'b1111 : hexcode = 7'b0111000;  
default : hexcode = 7'b1111111;
endcase
end 
endmodule		  
 module final_mux (
 input [11:0] main_addr,
 input [31:0] a, b, c,
 output [31:0] mux_out
 );
 assign mux_out = (main_addr < 2048) ? a :
 (main_addr > 2047 && main_addr < 2304) ? b :
 (main_addr > 2303 && main_addr < 2560) ? c : 0;
 endmodule
 module lsu (
 input logic clk_i, 
 input logic [9:0] addr,
 input logic [31:0] st_data,
 input logic st_en,
 input logic rst_ni,
 input logic [31:0] io_sw,
 output logic [31:0] ld_data,
 output logic [31:0] io_hex0,
 output logic [31:0] io_hex1,
 output logic [31:0] io_hex2,
 output logic [31:0] io_hex3,
 output logic [31:0] io_hex4,
 output logic [31:0] io_hex5,
 output logic [31:0] io_hex6,
 output logic [31:0] io_hex7,
 output logic [31:0] io_ledr,
 output logic [31:0] io_ledg,
 output logic [31:0] io_lcd
 );
 logic [31:0] data_region_out;
 logic [31:0] output_peri_out;
 logic [31:0] sw_peri_out;
 logic data_we,out_we,sw_we;
 logic [8:0] daddr;
 logic [5:0] oaddr;
 logic [5:0] iaddr;
 assign data_we = (addr < 512 && st_en) ? 1 : 0;
 assign out_we = (addr > 511 && addr < 576 && st_en) ? 1 : 0;
 assign sw_we = (addr > 575 && addr < 640 && st_en) ? 1 : 0;
 assign daddr = addr[8:0];
 assign oaddr = addr[5:0];
 assign iaddr = addr[5:0];
 reg32 hex0 (.clk_reg(clk_i),
 .reg_we(st_en),
 .rstn_reg(rst_ni),
 .operand_a(addr),
 .operand_b(10'h200),
 .reg_in(st_data),
 .reg_out(io_hex0)
 );
 reg32 hex1 (.clk_reg(clk_i),
 .reg_we(st_en),
 .rstn_reg(rst_ni),
 .operand_a(addr),
 .operand_b(10'h210),
 .reg_in(st_data),
 .reg_out(io_hex1)
 );
 reg32 hex2 (.clk_reg(clk_i),
 .reg_we(st_en),
 .rstn_reg(rst_ni),
 .operand_a(addr),
 .operand_b(10'h220),
 .reg_in(st_data),
 .reg_out(io_hex2)
 );
 reg32 hex3 (.clk_reg(clk_i),
 .reg_we(st_en),
 .rstn_reg(rst_ni),
 .operand_a(addr),
 .operand_b(10'h230),
 .reg_in(st_data),
 .reg_out(io_hex3)
 );
 reg32 hex4 (.clk_reg(clk_i),
 .reg_we(st_en),
 .rstn_reg(rst_ni),
 .operand_a(addr),
 .operand_b(10'h240),
 .reg_in(st_data),
 .reg_out(io_hex4)
 );
 reg32 hex5 (.clk_reg(clk_i),
 .reg_we(st_en),
 .rstn_reg(rst_ni),
 .operand_a(addr),
 .operand_b(10'h250),
 .reg_in(st_data),
 .reg_out(io_hex5)
 );
 reg32 hex6 (.clk_reg(clk_i),
 .reg_we(st_en),
 .rstn_reg(rst_ni),
 .operand_a(addr),
 .operand_b(10'h260),
 .reg_in(st_data),
 .reg_out(io_hex6)
 );
 reg32 hex7 (.clk_reg(clk_i),
 .reg_we(st_en),
 .rstn_reg(rst_ni),
 .operand_a(addr),
 .operand_b(10'h270),
 .reg_in(st_data),
 .reg_out(io_hex7)
 );
 reg32 ledr (.clk_reg(clk_i),
 .reg_we(st_en),
 .rstn_reg(rst_ni),
 .operand_a(addr),
 .operand_b(10'h280),
 .reg_in(st_data),
 .reg_out(io_ledr)
 );
 reg32 ledg (.clk_reg(clk_i),
 .reg_we(st_en),
 .rstn_reg(rst_ni),
 .operand_a(addr),
 .operand_b(10'h290),
 .reg_in(st_data),
 .reg_out(io_ledg)
 );
 reg32 lcd (.clk_reg(clk_i),
 .reg_we(st_en),
 .rstn_reg(rst_ni),
 .operand_a(addr),
 .operand_b(10'h2A0),
 .reg_in(st_data),
 .reg_out(io_lcd)
 );
 data_region region_0 (.clk_d(clk_i),
 .d_addr(daddr),
 .wren(data_we),
 .data_in(st_data),
 .data_out(data_region_out)
 );
 output_peripherals region_1(.clk_o(clk_i),
 .o_addr(oaddr),
 .io_data_in(st_data),
 .o_wren(out_we),
 .io_data_out(output_peri_out)
 );
 switch_peripherals region_2 (.clk_sw(clk_i),
 .sw_addr(iaddr),
 .sw_wren(sw_we),
 .sw_data(io_sw),
 .sw_out(sw_peri_out)
 );
 final_mux output_select (.main_addr(addr),
 .a(data_region_out),
 .b(output_peri_out),
 .c(sw_peri_out),
 .mux_out(ld_data)
 );
 endmodule
module memory_cycle (
input logic clk, rst,
input logic [31:0] io_sw_M,
input logic RegWriteM,
input logic MemWriteM,
input logic [1:0] ResultSrcM,
input logic [31:0] ALUResultM,
input logic [31:0] WriteDataM,
input logic [4:0] rd_addr_M,
input logic [12:0] PCPlus4M,
output logic RegWriteW,
output logic [1:0] ResultSrcW,
output logic [31:0] ALUResultW,
output logic [31:0] ReadData_W,
output logic [4:0] rd_addr_W,
output logic [12:0] PCPlus4W,
output logic [6:0] io_hex0_M,
output logic [6:0] io_hex1_M,
output logic [31:0] io_hex2_M,
output logic [31:0] io_hex3_M,
output logic [31:0] io_hex4_M,
output logic [31:0] io_hex5_M,
output logic [31:0] io_hex6_M,
output logic [31:0] io_hex7_M, 
output logic [31:0] io_ledr_M,
output logic [31:0] io_ledg_M,
output logic [31:0] io_lcd_M
);
logic [31:0] ReadData_M;
logic [31:0] hex0_o_M;
logic [31:0] hex1_o_M;
reg RegWriteM_reg;
reg [1:0] ResultSrcM_reg;
reg [31:0] ALUResultM_reg;
reg [31:0] ReadDataM_reg;
reg [4:0] rd_addr_M_reg;
reg [12:0] PCPlus4M_reg;
lsu DMEM(.clk_i(clk), 
.addr(ALUResultM[9:0]),
.io_sw(io_sw_M),
.st_data(WriteDataM),
.st_en(MemWriteM),
.rst_ni(rst),
.ld_data(ReadData_M),
.io_hex0(hex0_o_M),
.io_hex1(hex1_o_M),
.io_hex2(io_hex2_M),
.io_hex3(io_hex3_M),
.io_hex4(io_hex4_M),
.io_hex5(io_hex5_M),
.io_hex6(io_hex6_M),
.io_hex7(io_hex7_M),
.io_ledr(io_ledr_M),
.io_ledg(io_ledg_M),
.io_lcd(io_lcd_M)
);
decoder_7seg hex0 (.data(hex0_o_M[3:0]),
.hexcode(io_hex0_M)
);
decoder_7seg hex1 (.data(hex1_o_M[3:0]),
.hexcode(io_hex1_M)
);
always @(posedge clk or negedge rst) begin
if (rst == 1'b0) 
begin
RegWriteM_reg <= 1'b0;
ResultSrcM_reg <= 2'b0;
ALUResultM_reg <= 32'b0;
ReadDataM_reg <= 32'b0;
rd_addr_M_reg <= 5'b0;
PCPlus4M_reg <= 13'b0;
end
else begin
RegWriteM_reg <= RegWriteM;
ResultSrcM_reg <= ResultSrcM;
ALUResultM_reg <= ALUResultM;
ReadDataM_reg <= ReadData_M;
rd_addr_M_reg <= rd_addr_M;
PCPlus4M_reg <= PCPlus4M;
end
end
assign RegWriteW = RegWriteM_reg;
assign ResultSrcW = ResultSrcM_reg;
assign ALUResultW = ALUResultM_reg;
assign ReadData_W = ReadDataM_reg;
assign rd_addr_W = rd_addr_M_reg;
assign PCPlus4W = PCPlus4M_reg;
endmodule
 module output_peripherals (
 input logic clk_o, o_wren,
 input logic [31:0] io_data_in,
 input logic [5:0] o_addr,
 output logic [31:0] io_data_out
 );
 reg[31:0] output_peri[0:63];
 assign io_data_out = (o_wren == 0) ? output_peri[o_addr] : 0;
 always@(posedge clk_o) begin
 if(o_wren)
 begin
 output_peri[o_addr] <= io_data_in;
 end
 end
 endmodule
module reg32 (
 input logic clk_reg,
 input logic rstn_reg,
 input logic reg_we,
 input logic [9:0] operand_a, operand_b,
 input [31:0] reg_in,
 output [31:0] reg_out
 );
 always_ff@(posedge clk_reg,negedge rstn_reg)
 begin
 if (!rstn_reg) 
 begin
 reg_out <= 0;
 end
 else begin
 if ((reg_we) && (operand_a >= operand_b) && ((operand_a) <= (operand_b + 9))) 
 begin
 reg_out <= reg_in;
 end
 end
 end
 endmodule
module switch_peripherals (
 input logic clk_sw,
 input logic sw_wren,
 input logic [5:0] sw_addr,
 input logic [31:0] sw_data,
 output logic [31:0] sw_out
 );
 reg[31:0] sw_mem[0:63];
 assign sw_out = (sw_wren == 0) ? sw_mem[sw_addr] : 0;
 always@(posedge clk_sw) begin
 if(sw_wren)
 begin
 sw_mem[sw_addr] <= sw_data;
 end
 end
 endmodule
```
==> load_flow_metrics.sql <==
-- physical implementation figures
INSERT INTO impl_metrics (metric_group, metric, value, unit) VALUES
('status', 'outcome', 'finished, violations left', ''),
('status', 'violations', 'max-capacitance violations, max-slew violations, negative setup slack', ''),
('worst_setup_path', 'worst_path_max_delay_cell', 'nand4_1', ''),
('grt', 'all_layer_gr_usage', '28.73', '%'),
('logic_synthesis', 'synth.cell_area', '636900', 'µm²'),
('layout', 'area_growth_syn_to_layout', '17.86', '%'),
('logic_synthesis', 'edf_count', '16380', ''),
('pwr', 'cellLeakagePower', '237.6', 'nW'),
('route', 'drt-initial-drc-count', '22840', ''),
('route', 'antenna_violation_net_count_after_detailed_routing', '0', ''),
('cts', 'clk-insertion-delay-late', '1.42', 'ns'),
('worst_setup_path', 'cp_cell_instances', 'buf_16 > buf_12 > buf_12 > buf_4 > mux4_2 > a32oi_1 > o21ai_0 > buf_4 > a211oi_1 > nand4_1 > buf_4 > o311a_1', ''),
('grt', 'wire_length_of_the_first_global_routing_pass', '2831000', 'µm'),
('hold_path', 'hold_path_class', 'primary input to flip-flop', ''),
('layout', 'fin_area', '750600', 'µm²'),
('timing', 'setup_viol_count_final', '1', ''),
('worst_setup_path', 'cp.buffers_inverters', '6', ''),
('flow_run', 'tool_warnings', '159', ''),
('layout', 'drive_above_1_share', '29.39', '%'),
('timing', 'worst_slew_pin_slew', '1.498', 'ns'),
('layout', 'final_layout_top_logic_cell', 'edfxtp_1', ''),
('layout', 'final.fill_count', '126100', ''),
('worst_setup_path', 'worst-r2r-cell-count', '8', ''),
('worst_setup_path', 'worst_r2r_endpoint', 'ReadDataM_reg[0]$_DFF_PN0_', ''),
('layout', 'multi_input_gate_area_in_the_final_layout', '131700', 'µm²'),
('die', 'floorplan.die_area', '1597000', 'µm²'),
('route', 'drc_errors', '0', ''),
('die', 'rows', '463', ''),
('timing', 'timing.max_slew.rel_slack', '-0.7042', '%'),
('logic_synthesis', 'synthFlopType', 'edfxtp_1', ''),
('grt', 'grt.overflow.total', '0', ''),
('route', 'per_cell_via_count_in_the_routed_design', '5.848', ''),
('timing', 'final.min_clock_period', '5.196', 'ns'),
('timing', 'finalHoldViolCount', '0', ''),
('worst_setup_path', 'cp.required', '6.34', 'ns'),
('worst_setup_path', 'cpMostUsedCell', 'buf_4', ''),
('die', 'die_x', '1264', 'µm'),
('layout', 'post_layout_nonfiller_instances', '54440', ''),
('timing', 'skew', '0.1917', 'ns'),
('worst_setup_path', 'worstSetupEndpointType', 'flip-flop', ''),
('layout', 'final-seq-area', '501500', 'µm²'),
('route', 'wl_per_cell', '38.30', 'µm'),
('logic_synthesis', 'yosysWarningCount', '9', ''),
('grt', 'maximum_number_of_pins_on_one_net_before_global_route_repair', '131', ''),
('timing', 'rsz_0062_raised_after_global_routing', 'false', ''),
('placement', 'buffer_ports.inserted', '474', ''),
('layout', 'most-common-layout-cells', 'edfxtp_1 (16,380), mux4_2 (3,555), buf_4 (1,773)', ''),
('hold_path', 'whs_path_depth', '1', ''),
('placement', 'detailedPlacementHpwl', '1318000', 'µm'),
('cts', 'post_cts.repair.setup_buffers', '0', ''),
('die', 'core', '1588000', 'µm²'),
('worst_setup_path', 'regToRegStartpoint', 'DMEM.region_0.data_mem[63][0]$_DFFE_PP_', ''),
('logic_synthesis', 'netlist-cell-type-count', '86', ''),
('cts', 'cts_tree', 'yes', ''),
('worst_setup_path', 'setup.worst_path.class', 'primary input to flip-flop', ''),
('timing', 'setup-tns-final', '-0.09595', 'ns'),
('route', 'drt-total-wl', '2085000', 'µm'),
('timing', 'finalCritPeriodShare', '101.9', '%'),
('route', 'dr_total_vias', '318300', ''),
('grt', 'antenna_found_initial', '208', ''),
('cts', 'clkSinkCount', '16770', ''),
('flow_run', 'cap_viol_max_count', '1', ''),
('pwr', 'ir_worst_vdd', '0.0003312', 'V'),
('timing', 'drv_slew', '1', ''),
('timing', 'post_route_setup_slack', '-0.09595', 'ns'),
('cts', 'tritoncts_buffer_count', '1699', ''),
('cts', 'cts_htree_levels', '7', ''),
('worst_setup_path', 'slowest_delay', '0.71', 'ns'),
('layout', 'largest_register_ff_count', '16380', ''),
('worst_setup_path', 'cp_max_fo', '19', ''),
('die', 'die_y', '1264', 'µm');
[stage by stage]
| step | util (%) | total power, mW | hold slack (ns) |
|---|---|---|---|
| 6_report | 47.26 | 290.1 | 0.07306 |
| 5_1_grt | 47.23 | 297.1 | 0.07257 |
| 3_3_place_gp | 43.85 | 171.5 | 0.4691 |
| 2_1_floorplan | - | 161.3 | 0.4325 |
| 4_1_cts | 47.21 | 291.0 | 0.005422 |
| 3_5_place_dp | 43.85 | 171.7 | 0.4737 |
[report_power, final]
| part | internal (mW) | leakage, nW | switching (mW) |
|---|---|---|---|
| sequential | 152 | 152 | 0.378 |
| combinational | 6.02 | 59.4 | 11.2 |
| clock | 69.6 | 26.1 | 51.4 |
| total | 227 | 238 | 62.9 |
[Yosys cell counts, types with 9 or more instances]
cell type  number  share of area [%]
nand3b_1        9              0.011
or4_1          15              0.018
inv_1          14             0.0083
a21oi_1       302               0.24
mux2_1         40              0.071
clkbuf_1      490               0.29
buf_6          98               0.17
a22oi_1       762               0.90
o2111ai_1      21              0.029
or3_1           9             0.0088
nand3_1       294               0.23
o22ai_1       628               0.62
nand2b_1       12              0.012
o41ai_1        19              0.026
nor2b_1        19              0.019
nand4_1        86              0.084
edfxtp_1    16380                 77
nor4_1        121               0.12
and4_1         15              0.021
and3_1         29              0.028
a221oi_1      112               0.15
o21ai_0       153               0.12
mux4_2       3555                 13
a32oi_1        75               0.10
mux2i_1      1439                2.3
nand2_1       520               0.31
nor2_1        735               0.43
a22o_1        102               0.14
a31oi_1       107               0.11
a2111oi_0       9              0.012
a2111oi_2      10              0.024
a211o_1        10              0.014
dfrtp_1       381                1.5
buf_4         343               0.40
o31ai_1        10              0.012
mux2_2        312               0.55
buf_2         649               0.51
o22a_1         57              0.078
o221ai_1       50              0.069
o211ai_1       80              0.094
ha_1           12              0.024
buf_1          81              0.048
a211oi_1       66              0.078
nor3_1         67              0.053
[layout make-up]
class | count | share of cell area, %
sequential | 16770 | 66.81
multi-input combinational | 9997 | 17.54
clock buffer | 2051 | 5.898
timing repair buffer | 3177 | 4.911
tap | 21160 | 3.526
clock inverter | 969 | 1.196
antenna | 308 | 0.1027
inverter | 16 | 0.01117
[worst max-delay path by stage]
stage	startpoint	end	slack (ns)	cells after the start
finish	ALUResultM[0]	ReadDataM_reg[0]$_DFF_PN0_	-0.1	12
CTS	ALUResultM[1]	ReadDataM_reg[18]$_DFF_PN0_	0.14	14
global route	ALUResultM[0]	ReadDataM_reg[0]$_DFF_PN0_	0.04	15
[logic make-up (layout without fill, tap and decap cells)]
family | Yosys count | after routing | share of synthesized area, %
simple gates | 1993 | 1993 | 1.427
flops | 16770 | 16770 | 78.75
fa+ha+maj | 12 | 12 | 0.02357
compound gates | 2646 | 2646 | 2.914
mux | 5346 | 5346 | 15.46
other cells | 0 | 308 | 0
buf+inv | 1677 | 6213 | 1.434
[timing repair]
item	in CTS	in global routing
hold endpoints to repair	85	0
hold buffers	4	0
setup endpoints to repair	1	1
resized	1	2
[worst register-to-register path: stages, from the launching register on]
cell and delay (ns):
edfxtp_1 0.35, mux4_2 0.48, a32oi_1 0.67, o21ai_0 0.58, buf_4 0.32, a211oi_1 0.61
nand4_1 0.71, buf_4 0.37, o311a_1 0.12
[per-layer routing]
layer  vias up  GRT usage (%)  share of wire (%)
li1     128000              -                  -
met1    159800          26.75                 26
met2     25950          38.28                 44
met3      4224          29.64                 23
met4       326          14.39                6.6
met5         -          8.227               0.72
Power and IR drop assume default switching activity.
